[/design/flow/config.mk]
export PLATFORM = sky130hd
export DESIGN_NAME = clk_generator
export DESIGN_NICKNAME = clk_generator
export VERILOG_FILES = /design/flow/design.v
export SDC_FILE = /design/flow/constraint.sdc
export NUM_CORES = 4
export LEC_CHECK = 1
export CORE_AREA = 10 10 93 93
export DIE_AREA = 0 0 103 103
[/design/flow/design.v]
module clk_generator(cin,cout);
input  cin;
output reg cout= 0;
reg [24:0] counter = 0;
always @(posedge cin) 
begin
    if (counter == 0) begin
        counter <= 24999999;
        cout <= ~cout;
    end else begin
        counter <= counter -1;
    end
end
endmodule
[/design/flow/run.sh]
#!/bin/bash
# OpenROAD 26Q1-2900-gdf79404cd8, Yosys 0.63+post, stock flow scripts
make -C /OpenROAD-flow-scripts/flow DESIGN_CONFIG=/design/flow/config.mk WORK_HOME=/design/flow/orfs finish
[/design/flow/constraint.sdc]
current_design clk_generator

set clk_period 5.6
set clk_io_pct 0.2

create_clock -name clk0 -period $clk_period [get_ports {cin}]

set non_clock_inputs [all_inputs -no_clocks]
set_input_delay [expr $clk_period * $clk_io_pct] -clock clk0 $non_clock_inputs
set_output_delay [expr $clk_period * $clk_io_pct] -clock clk0 [all_outputs]
==> qor.yml <==
final_timing:
  timing_hold_violations_final: 0
  max-slew-margin-rel_pct: 55.4
  clock.fmax_mhz: 385
  finalCritPeriodShare_pct: 46.4
  tns_ns: 0
  setup_violations: 0
  clock_skew_ns: 0.00579
  hold_slack_ns: 0.427
  worst_slew_pin_slew_ns: 0.662
  grt_setup_unrepaired: "no"
  drv_slew: 0
  fin_crit_ns: 2.60
layout:
  nFillCells: 749
  fin_area_sq_mm: 0.00123
  area_growth_pct: 11.7
  layout.cells.non_filler: 196
  drive_gt1_share_pct: 8.62
critical_path:
  crit_path_cell_trace: "inv_1, ha_1, or4b_1, or3_1, or3_1, clkinv_4"
  start_kind: "register"
  critPathMaxFanout: 10
  cpMaxStageDelayCell: "or4b_1"
  critPathKind: "reg -> reg"
  cp.arrival_ns: 2.58
  required_ns: 5.59
  path_buffers: 2
  worst_setup_path_end_kind: "register"
  cp_top_family: "simple AND/OR/NAND/NOR gates"
  cp_common_cell: "or3_1"
  critPathMaxStageDelay_ns: 0.58
pwr:
  powerDensity_mw_per_mm2: 245
  ir_worst_vdd_uv: 144
  p_leak_uw: 0.000452
  totalPowerFinal_uw: 302
detailed_routing:
  drt_iter0_drc: 24
  wl_um: 1710
  wl_per_cell_um: 8.73
  vias_per_cell: 3.93
  vias: 770
  diodes: 0
  firstDrtPassIters: 4
  drc: 0
  ant_nets: 0
outcome:
  status: "complete, no violations"
synthesis:
  syn_avg_cell_area_sq_um: 9.51
  yosysWarnings: 1
  flop_cell: "dfxtp_1"
  ys_area_sq_mm: 0.00110
  postSynthSeqShare_pct: 48.1
  yosysTopAreaCell: "dfxtp_1"
  netlist_top_cells_area: "dfxtp_1, xnor2_1, nand2_1"
  synth.top_cell.area_share_pct: 45.4
  top_cells_by_count: "dfxtp_1, nand2_1, nor2_1, xnor2_1, or3_1"
  syn_area_sq_mm: 0.00110
  ys_types: 27
  yosysMostFrequentCell: "dfxtp_1"
  async_flop_share_pct: 0
  synth_flops: 26
  edf_count: 1
  syn_inst: 116
  ys_cells: 116
global_routing:
  grt_pass1_wl_um: 3290
  grt_antenna_before_repair: 0
  globalRouteOverflowTotal: 0
  grt_max_degree: 15
  grt_use_total_pct: 3.75
  first_global_vias: 744
die:
  die.size.x_um: 103
  dieArea_sq_mm: 0.0106
  fp.dieH_um: 103
  ios: 2
  initial_core_util_pct: 16.3
  num_rows: 30
  core_area_sq_mm: 0.00676
cts:
  hold_buffers: 0
  cts_buffers: 3
  clock_latency_ns: 0.26
  post-cts-setup-buffer-count: 0
  cts_sinks: 26
  cts.root.buffer_cell: "clkbuf_8"
  postCtsResizedCells: 0
  clk_pin_slew_ns: 0.09
  clockBufferDepth: 2
  htree_levels: 1
  cts_tree: "yes"
placement:
  place_area_sq_mm: 0.00118
  placed_cells: 192
  place_congestion: 0.776
  dp_hpwl_um: 1270
  io_buffers: 1
hold_path:
  min_path_type: "reg -> reg"
run:
  log.warning_count: 25
  drv_cap: 0
## report_power, final
| part | leakage (uW) | total [uW] | internal [uW] | switching (uW) |
|---|---|---|---|---|
| Combinational | 0.000210 | 0.000210 | 0 | 0 |
| Sequential | 0.000213 | 186 | 186 | 0 |
| Clock | 0.0000288 | 117 | 62.7 | 54.1 |
## cells in the final DEF (no fill, tap or decap)
master	instances
dfxtp_1	25
nor2_1	12
nand2_1	12
xnor2_1	11
or3_1	7
nor4_1	6
or4_1	5
inv_1	4
xor2_1	4
nand3_1	4
clkbuf_8	4
or4_4	3
nor3_1	2
o31ai_1	2
a21oi_1	2
o41ai_1	2
o21ai_0	2
or4b_1	1
clkinv_4	1
nor3b_1	1
mux2_2	1
and3_1	1
a21oi_2	1
ha_1	1
edfxtp_1	1
clkdlybuf4s50_1	1
## layout make-up
type / count / area, sq um / area share [%]
Clock buffer: 4 / 55.1 / 4.47
Inverter: 5 / 23.8 / 1.93
Multi-Input combinational cell: 80 / 513 / 41.6
Sequential cell: 26 / 531 / 43.0
Tap cell: 80 / 100 / 8.12
Timing Repair Buffer: 1 / 10.0 / 0.812
## cell families after synthesis
| logic type | synth area share [%] |
|---|---|
| simple gates | 26.9 |
| fa+ha+maj | 1.13 |
| buf+inv | 5.44 |
| compound gates | 5.56 |
| xor+xnor | 11.9 |
| flops | 48.1 |
| mux | 1.02 |
## final timing paths
check | startpoint | end | slack, ns | depth (start not counted)
setup reg to reg | counter[0] | cout | 3.00 | 6
hold / removal | counter[0] | counter[0] | 0.43 | 1
setup / recovery | counter[0] | cout | 3.00 | 6
hold reg to reg | counter[0] | counter[0] | 0.43 | 1
## layer usage
layer  vias up  wire [um]  GRT usage, %  share of wire [%]
li1        407          -             -                  -
met4         0          0             0                  0
met1       358        931          5.52                 54
met3         0         65          1.22                3.8
met5         -          0             0                  0
met2         5        715          5.56                 42
## state kept, by name, indices dropped and copies added, names as in the netlist
signal   flops
cout         1
counter     25
## metrics by stage
step | worst slack [ns] | util [%]
final | 3.00 | 18.2
after global routing | 2.86 | 18.2
after CTS | 2.99 | 18.2
after detailed placement | 3.00 | 17.4
after global placement | 3.05 | 17.4
after floorplan | 3.23 | -
Power is estimated from default activity; no workload was simulated.
