==> ./constraint.sdc <==
current_design seven_segment_decoder

set clk_period 1.0
set clk_io_pct 0.2

create_clock -name clk0 -period $clk_period

set non_clock_inputs [all_inputs -no_clocks]
set_input_delay [expr $clk_period * $clk_io_pct] -clock clk0 $non_clock_inputs
set_output_delay [expr $clk_period * $clk_io_pct] -clock clk0 [all_outputs]
==> ./config.mk <==
export PLATFORM = sky130hd
export DESIGN_NAME = seven_segment_decoder
export DESIGN_NICKNAME = seven_segment_decoder
export VERILOG_FILES = /design/flow/design.v
export SDC_FILE = /design/flow/constraint.sdc
export NUM_CORES = 4
export LEC_CHECK = 1
export CORE_AREA = 10 10 70 70
export DIE_AREA = 0 0 80 80
==> ./run.sh <==
#!/bin/bash
# OpenROAD 26Q1-2900-gdf79404cd8, Yosys 0.63+post, stock flow scripts
make -C /OpenROAD-flow-scripts/flow DESIGN_CONFIG=/design/flow/config.mk WORK_HOME=/design/flow/orfs finish
==> ./design.v <==
module seven_segment_decoder(num,segments); 
input[3:0]num;
output[6:0]segments;
reg [6:0] segments;
always@(num) begin
case (num)
0: segments<= ~7'b0111111; 
1: segments<= ~7'b0000110; 
2: segments<= ~7'b1011011; 
3: segments <= ~7'b1001111; 
4: segments<= ~7'b1100110; 
5: segments <= ~7'b1101101; 
6: segments<= ~7'b1111101; 
7: segments <= ~7'b0000111; 
8: segments<= ~7'b1111111; 
9: segments <= ~7'b1101111; 
default: segments <= 7'bx;
endcase 
end
endmodule
==> results.sh <==
# implementation run metrics
export IMPL_status="finished with violations"
export IMPL_violations="negative setup slack"
export IMPL_crit_family="buffers and inverters"
export IMPL_ys_area_um2=155.1
export IMPL_synthTopCellsByCount="5 x ha_1, 4 x a21oi_1"
export IMPL_combPwrFrac_pct=100.0
export IMPL_simple_gate_share_pct=35.48
export IMPL_cp_arrival_ps=920
export IMPL_p_leak_uw=0.0001996
export IMPL_path_class="input pin to output port"
export IMPL_synth_distinct_cells=10
export IMPL_area_growth_pct=214.5
export IMPL_gr_total_overflow=0
export IMPL_hold_depth=3
export IMPL_hold_slack_ps=726.9
export IMPL_critPathSlowestCell="ha_4"
export IMPL_ant_nets=0
export IMPL_ir_drop_v=0.00004310
export IMPL_via_per_inst=2.353
export IMPL_num_vias=200
export IMPL_cts_hold_buffers=0
export IMPL_fp_util_pct=4.542
export IMPL_drt_iter0_drc=2
export IMPL_finalCriticalPeriod_ps=1117
export IMPL_die_h_um=80
export IMPL_logic_family="adder cells"
export IMPL_synthAoiAreaFrac_pct=12.90
export IMPL_antennaDiodeCount=0
export IMPL_met1_length_um=243
export IMPL_grt_pass1_wl_um=1062
export IMPL_wl_met2_um=352
export IMPL_regArea_um2=0
export IMPL_pre_cts_ws_ps=-1035
export IMPL_routed_wl_um=650
export IMPL_ys_cells=21
export IMPL_drive_gt1_share_pct=87.18
export IMPL_p_sw_uw=63.78
export IMPL_cp_num_buf_inv=3
export IMPL_most_common_cell="ha_1"
export IMPL_slew_headroom_pct=92.09
export IMPL_path_cells="buf_8 > inv_6 > ha_4 > nand2b_4 > a21oi_2 > buf_2"
export IMPL_firstDrtPassIters=2
export IMPL_yosys_area_share_adder_pct=40.32
export IMPL_worst_slew_pin_slew_ps=115.4
export IMPL_core_area_um2=3416
export IMPL_hpwl_um=500.8
export IMPL_std_cell_rows=21
export IMPL_max_freq_ghz=0.8954
export IMPL_grt_usage_pct=1.940
export IMPL_portBuffers=11
export IMPL_die_area_um2=6400
export IMPL_grt_pass1_vias=218
export IMPL_gp_congestion=0.6588
export IMPL_highest_layer="met3"
export IMPL_cap_violations=0
export IMPL_top_area_share_pct=40.32
export IMPL_timing_final_hold_violations=0
export IMPL_worstHoldEndpoint="segments[2]"
export IMPL_synth_warnings=1
export IMPL_hold_start="num[2]"
export IMPL_startpoint_type="input pin"
export IMPL_synthesis_area_um2=155.1
export IMPL_syn_inst=21
export IMPL_filler_cell_count=383
export IMPL_setup_viol_count_final=6
export IMPL_fin_crit_sh_pct=111.7
export IMPL_worstPathMaxFanout=3
export IMPL_drcViolationCount=0
export IMPL_die_w_um=80
export IMPL_routed_wl_met3_um=54
export IMPL_synthXorXnorAreaFrac_pct=0
export IMPL_internal_power_uw=89.15
export IMPL_switching_share_pct=41.71
export IMPL_wl_per_cell_um=7.647
export IMPL_ys_seq_share_pct=0
export IMPL_p_per_area_nw_per_um2=313.4
export IMPL_clkPwrFrac_pct=0
export IMPL_topCellsByArea="ha_1 40%, a21oi_1 13%, nand2b_1 8.1%"
export IMPL_antenna_found_initial=0
export IMPL_warnings=38
export IMPL_syn_area_per_cell_um2=7.388
export IMPL_synth_area_leader_cell="ha_1"
export IMPL_seq_power_share_pct=0
export IMPL_setup_tns_ps=-517.3
export IMPL_utilization_pct=14.29
export IMPL_flops=0
export IMPL_crit_path_end_kind="output port"
export IMPL_slowest_delay_ps=200
export IMPL_io_pins=11
export IMPL_rsz0062_at_grt="true"
export IMPL_ys_sh_mux_pct=6.452
export IMPL_setup_ws_ps=-116.9
export IMPL_required_ps=800
export IMPL_clock_buffers=0
export IMPL_hold_path_class="input pin to output port"
export IMPL_slew_viol_final=0
export IMPL_logic_area_um2=266.5
export IMPL_grt_max_degree=9
==> layout make-up <==
cell class | count | area share (%)
multi-input cells | 19 | 54.62
repair buffers | 18 | 30.00
well taps | 46 | 11.79
inverters | 2 | 3.590
==> how the worst max path moves through the flow <==
stage                  start  slack (ps)  cells past startpoint          end
after CTS             num[0]        -120                      6  segments[5]
after global routing  num[1]        -170                      6  segments[5]
final                 num[1]        -120                      6  segments[3]
==> per-stage QoR <==
step,instances,total power [µW],cell area [µm²]
2_1_floorplan,21,28.16,155.1
3_3_place_gp,83,104.0,360.3
3_5_place_dp,83,105.0,360.3
4_1_cts,85,142.0,464.2
5_1_grt,85,167.6,488.0
6_report,85,152.9,488.0
==> worst min-delay path, cell delays in order <==
cell     delay [ps]
buf_4           160
nor3b_4          60
buf_2           110
==> logic make-up (layout without fill, tap and decap cells) <==
kind of cell               Yosys count  count (layout)
adders and majority gates            5               5
buffers and inverters                2              20
and+or+nand+nor                      9               9
muxes                                1               1
AOI/OAI and AO/OA                    4               4
==> cell usage in the layout (no fill, tap or decap), drive strengths merged <==
cell	count
nor2b	1
ha	5
mux2i	1
or2	2
inv	2
and2	1
nand2	2
nor3b	1
buf	17
clkdlybuf4s15	1
nand2b	2
a21oi	4
==> timing repair <==
item,CTS,global route
setup buffers,2,0
endpoints found under the setup margin,7,7
resized,65,7
hold endpoints to repair,0,0
pin swaps,8,3
==> metal layers <==
metal	up-vias	global-route usage (%)
li1	104	-
met5	-	0
met3	0	0.3409
met2	5	3.933
met4	0	0
met1	91	2.109
==> power groups by stage <==
stage	Combinational, µW	Clock (µW)	Sequential, µW
6_report	153	0	0
4_1_cts	142	0	0
5_1_grt	168	0	0
Power is estimated from default activity; no workload was simulated.
