$ cat flow/config.mk
export PLATFORM = sky130hd
export DESIGN_NAME = timer
export DESIGN_NICKNAME = timer
export VERILOG_FILES = /design/flow/design.v
export SDC_FILE = /design/flow/constraint.sdc
export NUM_CORES = 4
export LEC_CHECK = 1
export CORE_UTILIZATION = 30
$ cat flow/constraint.sdc
current_design timer

set clk_period 4.7
set clk_io_pct 0.2

create_clock -name clk0 -period $clk_period [get_ports {clock}]

set non_clock_inputs [all_inputs -no_clocks]
set_input_delay [expr $clk_period * $clk_io_pct] -clock clk0 $non_clock_inputs
set_output_delay [expr $clk_period * $clk_io_pct] -clock clk0 [all_outputs]
$ cat flow/design.v
module timer( count1Hi, count1Lo, count2Hi, count2Lo,  clock,outHi , outLo,flag );
input[3:0] count1Hi;
input [3:0]count1Lo;
input [3:0]count2Hi;
input[3:0] count2Lo;
input clock;
output reg [3:0] outHi = 0;
output reg  [3:0] outLo  = 0;
output reg flag=0;
reg [9:0]out = 0;
always@(posedge clock)
begin
	if(outHi==0 && outLo==0)
	begin
		if(flag)
			begin
				out<=(count1Hi*10+count1Lo)*5;
			end
		else 
		begin
			out<=(count2Hi*10+count2Lo)*5;
		end
		if(out>90)
				out<=90;
		outLo<=out%10;
		outHi<=out/10;
		flag<=~flag;
	end
	else
	if(outLo>0)
		outLo<=outLo-1;
	else if(outLo==0)
		begin
		outLo<=9;
		outHi<=outHi-1;
		end
end	
endmodule
$ cat flow/run.sh
#!/bin/bash
# OpenROAD 26Q1-2900-gdf79404cd8, Yosys 0.63+post, stock flow scripts
make -C /OpenROAD-flow-scripts/flow DESIGN_CONFIG=/design/flow/config.mk WORK_HOME=/design/flow/orfs finish
==> impl_metrics.json <==
{
  "synth_chip_area_um2": 3520,
  "via_per_inst": 5.35,
  "htreeDepth": 1,
  "cts-root-buf": "clkbuf_16",
  "path_cells": "nor2_2 -> inv_2 -> ha_4 -> buf_4 -> nand4b_1 -> a21oi_1 -> or4_4 -> buf_6 -> o21a_4 -> o211a_4 -> o41ai_4 -> a211oi_4 -> a21o_1 -> a21oi_2 -> nand3_2 -> or2_4 -> or4_1 -> o311ai_1",
  "core_um2": 11400,
  "ys_seq_share_pct": 16.2,
  "dr.pass1.iters": 4,
  "criticalPathCategory": "register to register",
  "leakage_uw": 0.00176,
  "crit_slowest_cell": "or4_4",
  "antenna-diode-count": 0,
  "critical_path_required_ps": 4770,
  "max_stage_delay_ps": 490,
  "overflow": 0,
  "layout_top_cell": "ha_1",
  "clockBufferDepth": 2,
  "dp_slack_ps": 97.8,
  "routedWlPerCell_um": 12.7,
  "critPathBufInv": 3,
  "cts-hold-fix-buffers": 0,
  "synth.avg_cell_area_um2": 8.44,
  "grt_pass1_vias": 2939,
  "fillers": 1170,
  "antenna_left": 0,
  "yosysUniqueCellTypes": 82,
  "critPathCaptureType": "register",
  "gp_congestion": 0.858,
  "floorplan.core_util_pct": 30.8,
  "cts_tree": "done",
  "min_path_cells": 2,
  "totalWireLength_um": 7630,
  "via_count": 3212,
  "drive_above_1_share_pct": 15.1,
  "fin_ws_ps": 190,
  "die-area_um2": 12200,
  "final_cell_mix": "41 x ha_1, 32 x nor2_1, 32 x a21oi_1",
  "arrival_ps": 4580,
  "flop_cell": "edfxtp_1",
  "clk_pin_slew_ps": 50,
  "setup_viol": 0,
  "die_w_um": 110,
  "drc": 0,
  "path_delay_family": "AND-OR/OR-AND gates",
  "rr_worst_depth": 18,
  "power_per_cell_area_nw_per_um2": 192,
  "cap_violations": 0,
  "drt_iter0_markers": 128,
  "fp-row-count": 39,
  "tightest_slew_ps": 559,
  "die_h_um": 110,
  "ir_worst_vdd_mv": 0.118,
  "final-hold-violation-count": 0,
  "edf_count": 19,
  "numCtsBuffers": 3,
  "hpwl_um": 6130,
  "warnings": 25,
  "post-route-period-util_pct": 96.0,
  "area_growth_pct": 20.2,
  "grt_use_total_pct": 13.6,
  "maxSlewViolCount": 0,
  "max_freq_mhz": 222,
  "numPortBuffers": 25,
  "dpl.cell_count": 593,
  "synth-seq-cells": 19,
  "cp.depth": 18,
  "status": "finished clean",
  "hold_path_class": "register to register",
  "period_minus_slack_ps": 4510,
  "yosysCellCount": 417,
  "grt_max_degree": 25,
  "async_flop_share_pct": 0,
  "fin_total_pwr_uw": 811,
  "synth_cells": 417,
  "cp_max_fo": 9,
  "clk_latency_ps": 250,
  "grt_pass1_wl_um": 13300,
  "critPathLaunchType": "register",
  "yosysWarnings": 1,
  "antenna_found_initial": 0,
  "syn_area_um2": 3520,
  "io_pins": 26,
  "final_cells": 600,
  "clock_skew_ps": 1.36,
  "timing.setup.tns_ps": 0,
  "clock_sinks": 19,
  "relSlewSlack_pct": 62.7
}
-- cells by family after synthesis --
logic type / share of synthesized area (%)
and+or+nand+nor: 21.9
AOI/OAI and AO/OA: 28.7
adders and majority gates: 18.7
buffers and inverters: 4.69
xor gates and xnor gates: 6.22
DFF: 16.2
muxes: 3.45
other: 0.107
-- registers in the layout, indices dropped and copies added, names as in the netlist --
signal  flops
flag        1
out        10
outHi       4
outLo       4
-- repair_timing --
item,in CTS,in global routing
resized,0,18
buffers inserted,0,3
endpoints found under the setup margin,0,4
-- cell type report --
type	count	area [um^2]	share of cell area, %
Sequential cell	19	571	13.5
Multi-Input combinational cell	364	2870	68.0
Timing Repair Buffer	52	457	10.8
Clock buffer	3	75.1	1.78
Clock inverter	1	5.00	0.118
Inverter	18	67.6	1.60
Tap cell	143	179	4.23
-- per-layer routing --
metal	track usage [%]	wire length, um	vias to the layer above	part of all wire [%]
met3	0.599	203	7	2.7
met5	0	0	-	0
li1	-	-	1666	-
met4	1.32	48	0	0.63
met1	21.5	3840	1474	50
met2	21.8	3540	65	46
-- worst paths after layout --
kind | from | end | slack (ps)
setup / recovery | out[7]$_SDFFCE_PN0P_ | outLo[1]$_DFFE_PP_ | 190
hold / removal | outHi[2]$_DFFE_PP_ | outHi[2]$_DFFE_PP_ | 630
setup reg to reg | out[7]$_SDFFCE_PN0P_ | outLo[1]$_DFFE_PP_ | 190
hold reg to reg | outHi[2]$_DFFE_PP_ | outHi[2]$_DFFE_PP_ | 630
-- worst min-delay path: cells and delay by family, from the launching register on --
kind | cells | cell delay (ps)
AND-OR/OR-AND | 1 | 70
flip-flops | 1 | 380
AND/OR/NAND/NOR | 1 | 60
-- cells in the mapped netlist (all sizes together), types with 3 or more instances --
library cell  number  share of area (%)
o21bai             4               0.85
a21oi             33                4.7
nor3b              3               0.64
nand3             14                2.1
o31a               6                1.5
o2111ai            4                1.0
nand3b             4               0.85
fa                 6                3.4
or3                3               0.53
o21ai             15                2.1
inv               18                1.9
mux2i             11                3.1
nand2             29                3.2
o211ai             8                2.1
a211oi             7                2.3
edfxtp            19                 16
clkbuf             7               0.75
nor2b              5               0.89
nor2              33                3.5
buf               12                2.0
o211a              4                1.4
o221ai             3               0.92
a31oi              4               0.71
and3               4               0.71
nor3              11                1.7
nand2b             9                1.6
a21o              13                2.8
or2                3               0.60
xor2               9                2.2
ha                42                 15
xnor2             16                4.0
and2               5               0.89
nand4              5               0.89
nor4               5               0.89
-- power breakdown --
group / leakage [uW] / switching (uW) / total [uW] / internal (uW)
registers: 0.000175 / 5.29 / 198 / 193
logic: 0.00154 / 220 / 439 / 219
clock network: 0.0000409 / 60.3 / 174 / 114
total: 0.00176 / 286 / 811 / 526
-- stage by stage --
step	hold WS, ps	cell area (um^2)	utilization (%)
after floorplan	544	3530	-
after CTS	631	4120	36.1
after detailed placement	618	4040	35.4
after global routing	675	4230	37.0
final	632	4230	37.0
after global placement	599	4040	35.4
No activity file was given, so power comes from the tool's default toggle rates.
